==> design.v <==
module dispatch_reg_storage #(parameter CORE = 0, ADDRESS_WIDTH = 5, STAGES = 4)(
  clock,
  reset,
  reg_insert,
  reg_rs1,
  reg_rs2,
  reg_rW,
  reg_indexIns,
  reg_delete,
  reg_indexDel,
  reg_indexRead,
  reg_outRead
);
input clock;
input reset;
input reg_insert;
input[ADDRESS_WIDTH - 1:0] reg_rs1;
input[ADDRESS_WIDTH - 1:0] reg_rs2;
input[ADDRESS_WIDTH - 1:0] reg_rW;
input[STAGES - 1:0] reg_indexIns;
input reg_delete;
input[STAGES - 1:0] reg_indexDel;
input[STAGES - 1:0] reg_indexRead;
output[(ADDRESS_WIDTH * 3) - 1:0] reg_outRead;
wire[(ADDRESS_WIDTH * 3) - 1:0] write_data;
reg[(ADDRESS_WIDTH * 3) - 1:0] reg_map[0:STAGES - 1];
assign reg_outRead = reg_map[reg_indexRead];
assign write_data[(ADDRESS_WIDTH * 3) - 1:(ADDRESS_WIDTH * 2)] = reg_rs1;
assign write_data[(ADDRESS_WIDTH * 2) - 1:ADDRESS_WIDTH] = reg_rs2;
assign write_data[ADDRESS_WIDTH - 1:0] = reg_rW;
always @ (posedge clock) begin
  if(~reset) begin
    if(reg_insert) begin
      reg_map[reg_indexIns] <= write_data;
    end
    if(reg_delete) begin
      reg_map[reg_indexIns] <= 0;
    end
  end
end
endmodule
==> run.sh <==
#!/bin/bash
# OpenROAD 26Q1-2900-gdf79404cd8, Yosys 0.63+post, stock flow scripts
make -C /OpenROAD-flow-scripts/flow DESIGN_CONFIG=/design/flow/config.mk WORK_HOME=/design/flow/orfs finish
==> config.mk <==
export PLATFORM = sky130hd
export DESIGN_NAME = dispatch_reg_storage
export DESIGN_NICKNAME = dispatch_reg_storage
export VERILOG_FILES = /design/flow/design.v
export SDC_FILE = /design/flow/constraint.sdc
export NUM_CORES = 4
export LEC_CHECK = 1
export CORE_UTILIZATION = 50
==> constraint.sdc <==
current_design dispatch_reg_storage

set clk_period 4.5
set clk_io_pct 0.2

create_clock -name clk0 -period $clk_period [get_ports {clock}]

set non_clock_inputs [all_inputs -no_clocks]
set_input_delay [expr $clk_period * $clk_io_pct] -clock clk0 $non_clock_inputs
set_output_delay [expr $clk_period * $clk_io_pct] -clock clk0 [all_outputs]
==> impl_metrics.json <==
{
  "synth-edff-count": 60,
  "slew_headroom": 0.571,
  "core_um2": 4410,
  "hold_violations": 0,
  "rsz0062_at_grt": "false",
  "cts_buffers": 9,
  "worstSetupPathType": "in -> out",
  "ir_drop_mv": 0.260,
  "overflow": 0,
  "yosys_warnings": 1,
  "synth-main-ff-cell": "edfxtp_1",
  "die.size.y_um": 70.3,
  "synthArstFlopShare": 0,
  "ant_nets": 0,
  "grtUsageTotal": 0.189,
  "cts_hold_buffers": 0,
  "grt_pass1_vias": 1271,
  "n_antenna_cell": 0,
  "cts_buffer_depth": 2,
  "fp_util": 0.529,
  "p_leak_nw": 0.944,
  "place_congestion": 0.707,
  "grt_first_pass_wirelength_um": 6180,
  "route.met3.wl_um": 331,
  "clkSinkCount": 60,
  "viasPerCell": 5.54,
  "fmax_ghz": 0.278,
  "start_kind": "primary input",
  "fp-row-count": 24,
  "yosys_register_bits": 60,
  "max_cap_violations": 0,
  "wl_per_cell_um": 17.9,
  "routed_wl_um": 3730,
  "end_kind": "output port",
  "yosys.cell_types.count": 12,
  "startpoint": "reg_indexRead[0]",
  "tns_ns": 0,
  "yosysMostFrequentCell": "edfxtp_1",
  "drv_slew": 0,
  "powerDensity_nw_per_um2": 380,
  "syn_avg_cell_area_um2": 22.9,
  "status": "complete, no violations",
  "numPortBuffers": 37,
  "postCtsSetupBuffers": 0,
  "hold_class": "in -> reg",
  "postCtsResizedCells": 0,
  "whs_ns": 1.30,
  "antenna_found_initial": 0,
  "clockRootBuffer": "clkbuf_8",
  "ys_area_um2": 2330,
  "period_used_share": 0.801,
  "tool_warnings": 34,
  "first_pass_iters": 4,
  "yosys-stat-cells": 102,
  "ys_seq_frac": 0.772,
  "worst_pin_slew_ns": 0.644,
  "wl_met2_um": 1930,
  "final-setup-viol-count": 0,
  "grt_max_degree": 16,
  "drive_gt1_frac": 0.197,
  "cts_tree": "done",
  "clkTransAtPathRegs_ns": 0.06,
  "post-place-ws_ns": 0.861,
  "endpoint": "reg_outRead[2]",
  "final.setup.worst_slack_ns": 0.897,
  "worstPathArrival_ns": 2.70,
  "drc": 0,
  "yosysTopAreaCell": "edfxtp_1",
  "cp_data_required_time_ns": 3.60,
  "cts_htree_levels": 3,
  "wl_met1_um": 1370,
  "die-area_um2": 4940,
  "crit_fanout": 15,
  "dp_hpwl_um": 2300,
  "io_pins": 46,
  "via_count": 1158,
  "top_area_frac": 0.772,
  "die_x_um": 70.3,
  "reg_top3": "reg_map: 60 flops",
  "maxUsedRoutingLayer": "met4",
  "synth_area_um2": 2330,
  "fin_crit_ns": 3.60,
  "synthCells": 102,
  "fillers": 283,
  "syn2layout_area_growth_pct": 26.3,
  "yosys-top-cells-area": "edfxtp_1 (77%), mux4_2 (9.7%), mux4_1 (5.6%)",
  "regMostFlops": "reg_map",
  "yosys-top-cells-count": "edfxtp_1 (60), and2_1 (15), mux4_2 (10), mux4_1 (5), nor3_1 (4)",
  "largest_reg_flops": 60,
  "drt_iter0_drc": 43
}
==> cells in the final DEF, fill, tap and decap left out, drive strengths merged <==
master	instances
edfxtp	60
clkdlybuf4s50	37
and2	15
mux4	15
clkbuf	13
buf	6
nor3	4
clkinv	3
inv	2
nand2b	1
o21bai	1
==> report_power, final <==
group / internal (mW) / switching [mW] / leakage (nW)
Clock: 0.196 / 0.178 / 0.0788
Combinational: 0.0619 / 0.0347 / 0.347
Sequential: 0.645 / 0.00508 / 0.518
==> logic make-up (layout without fill, tap and decap cells) <==
logic type             Yosys count  after routing  share of synthesized area
and+or+nand+nor                 20             20                     0.0515
muxes                           15             15                      0.153
DFF                             60             60                      0.772
buffers and inverters            6             61                     0.0204
AOI/OAI and AO/OA                1              1                    0.00322
==> stage by stage <==
step	cells	util	total power, mW	cell area [um2]
finish	209	0.668	1.12	2950
global route	209	0.668	1.17	2950
CTS	209	0.668	1.13	2950
detailed placement	193	0.633	0.760	2790
global placement	193	0.633	0.755	2790
floorplan	102	-	0.702	2330
==> cell type report <==
class / count / area [um2] / area share
clock buffers: 13 / 139 / 0.0471
repair buffers: 43 / 415 / 0.141
well taps: 52 / 65.1 / 0.0221
flip-flops and latches: 60 / 1800 / 0.611
clock inverters: 3 / 13.8 / 0.00467
multi-input cells: 36 / 504 / 0.171
inverters: 2 / 7.51 / 0.00255
==> routing by layer <==
layer | global-route usage | up-vias
met4 | 0.0378 | 0
met3 | 0.0949 | 11
met5 | 0 | -
met2 | 0.281 | 51
met1 | 0.290 | 573
li1 | - | 523
==> worst min path at each step <==
stage,from,endpoint,cells past startpoint
CTS,reg_rW[0],reg_map[0][0],2
global route,reg_rW[0],reg_map[0][0],2
finish,reg_rW[0],reg_map[3][0],2
==> critical path, stage by stage <==
cell and delay [ns]:
clkdlybuf4s50_1 0.46, buf_4 0.29, mux4_1 0.62, clkdlybuf4s50_1 0.43
No activity file was given, so power comes from the tool's default toggle rates.
