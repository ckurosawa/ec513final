==> flow/design.v <==
module control_interlock(id_exe_regWrite,  
                         id_exe_write_reg,  
                         exe_mem_regWrite,
                         exe_mem_write_reg,
                         mem_wb_regWrite,
                         mem_wb_write_reg,
                         if_id_opcode,
                         if_id_read_reg1,
                         if_id_read_reg2,
                         stall
);
input id_exe_regWrite;
input exe_mem_regWrite;
input mem_wb_regWrite;
input[4:0] id_exe_write_reg;
input[4:0] exe_mem_write_reg;
input[4:0] mem_wb_write_reg;
input[4:0] if_id_read_reg1;
input[4:0] if_id_read_reg2;
input[6:0] if_id_opcode;
output stall;
localparam [6:0]R_TYPE  = 7'b0110011,
                I_TYPE  = 7'b0010011,
                STORE   = 7'b0100011,
                LOAD    = 7'b0000011,
                BRANCH  = 7'b1100011,
                JALR    = 7'b1100111,
                JAL     = 7'b1101111,
                AUIPC   = 7'b0010111,
                LUI     = 7'b0110111,
                FENCES  = 7'b0001111,
                SYSCALL = 7'b1110011;
wire reg1Read;
wire reg2Read;
assign reg1Read = ((if_id_opcode == R_TYPE) | (if_id_opcode == I_TYPE) | (if_id_opcode == STORE) | (if_id_opcode == LOAD) | (if_id_opcode == BRANCH) | (if_id_opcode == JALR)) ? 1:0;
assign reg2Read = ((if_id_opcode == R_TYPE) | (if_id_opcode == STORE) | (if_id_opcode == BRANCH)) ? 1:0;
assign stall = (((reg1Read & id_exe_regWrite) & (if_id_read_reg1 == id_exe_write_reg)) |
               ((reg1Read & exe_mem_regWrite) & (if_id_read_reg1 == exe_mem_write_reg)) |
               ((reg1Read & mem_wb_regWrite) & (if_id_read_reg1 == mem_wb_write_reg)) |
               ((reg2Read & id_exe_regWrite) & (if_id_read_reg2 == id_exe_write_reg)) |
               ((reg2Read & exe_mem_regWrite) & (if_id_read_reg2 == exe_mem_write_reg)) |
               ((reg2Read & mem_wb_regWrite) & (if_id_read_reg2 == mem_wb_write_reg)))? 1:0;
endmodule
==> flow/run.sh <==
#!/bin/bash
# OpenROAD 26Q1-2900-gdf79404cd8, Yosys 0.63+post, stock flow scripts
make -C /OpenROAD-flow-scripts/flow DESIGN_CONFIG=/design/flow/config.mk WORK_HOME=/design/flow/orfs finish
==> flow/config.mk <==
export PLATFORM = sky130hd
export DESIGN_NAME = control_interlock
export DESIGN_NICKNAME = control_interlock
export VERILOG_FILES = /design/flow/design.v
export SDC_FILE = /design/flow/constraint.sdc
export NUM_CORES = 4
export LEC_CHECK = 1
export CORE_AREA = 10 10 70 70
export DIE_AREA = 0 0 80 80
==> flow/constraint.sdc <==
current_design control_interlock

set clk_period 2.0
set clk_io_pct 0.2

create_clock -name clk0 -period $clk_period

set non_clock_inputs [all_inputs -no_clocks]
set_input_delay [expr $clk_period * $clk_io_pct] -clock clk0 $non_clock_inputs
set_output_delay [expr $clk_period * $clk_io_pct] -clock clk0 [all_outputs]
==> flow_summary.ini <==
; yosys + openroad results
[synthesis]
yosys-top-cells-count = xor2_1, nand3_1, nor4_1, xnor2_1, nand2_1
syn-instance-count = 50
yosysCellCount = 50
synth-warning-count = 0
synthMostInstantiatedCell = xor2_1
synthesis.area_per_instance_sq_um = 7.56
yosysChipArea_sq_um = 378
netlist.top_cell.by_area = xor2_1
top_area_share_pct = 55.6
synth.lib_cells_used.distinct = 10
seq_area_frac_synth_pct = 0
syn_area_sq_um = 378
top_cells_by_area = xor2_1, xnor2_1, nor4_1

[finish]
sequential_cell_count_of_the_final_layout = 0
finish.instance_area_sq_um = 876
sequential_standard_cell_area_sq_um = 0
drive_gt1_share_pct = 38.4
nClkBuffers = 0
area.growth.synth_to_final_pct = 132
num-fill-cells = 381

[routing]
detailedRoute.firstIterationViolations = 16
ant_nets = 0
post-route-drc-count = 0
post_drt_via_cell_ratio = 3.45
wire_per_inst_um = 12.1
antenna_cells_inserted = 0
via_count = 500
drt_pre_antenna_iters = 4
routed_wl_um = 1760

[timing]
drv_slew = 0
final_hold_viol_count = 0
worst_hold_slack_ns = 1.38
clock.fmax_ghz = 0.520
grt_setup_unrepaired = true
post-route-min-period_ns = 1.92
tightest_slew_margin_relative_to_the_limit_pct = 81.3
timing_worst_slew_pin_value_ns = 0.278
timing.final.ws_setup_ns = 0.0762
setup-violations-final = 0
layout_worst_path_cycle_share_pct = 96.2

[place]
post_placement_cell_area_sq_um = 893
gp_congestion = 0.853
place.port_buffers = 36
place_hpwl_um = 1610
worst_setup_slack_after_placement_ns = -0.700

[floorplan]
die_h_um = 80
floorplan.die_area_sq_um = 6400
fp-utilization_pct = 11.1
row_count = 21
fp.dieW_um = 80
floorplan.core_area_sq_um = 3420
design.portCount = 36

[grt]
global_route_wire_length_before_repair_um = 2570
gr-total-overflow = 0
grt_max_degree = 4
antenna_found_initial = 0
grt_pass1_vias = 549
globalRouteTotalUtil_pct = 5.03

[critical_path]
cp-start-kind = input port
critPathMaxFanout = 2
signal_arrival_time_at_the_worst_endpoint_ns = 1.52
critPathCaptureType = primary output
worstPathRequired_ns = 1.60
criticalPathCategory = in2out

[power_and_ir_drop]
power.switching_mw = 0.0648
power.sequential.fraction_pct = 0
switching_share_pct = 41.5
static-leakage-power_nw = 0.419
power_frac_comb_pct = 100.0
cellInternalPower_mw = 0.0915
share_clk_of_total_power_pct = 0
power_density_nw_per_um2 = 178
vdd_drop_max_uv = 51.9

[job]
number_of_maximum_capacitance_violations = 0
stage_log_warnings = 33

[hold_path]
number_of_stages_on_the_worst_hold_path = 6
hold_path_class = in2out

[clock_network]
postCtsSetupBuffers = 0
cts_hold_repair_buffers = 0

[outcome]
run_status = completed
area by class of cell:
class / count / area [sq um] / area share, %
tap: 46 / 57.6 / 6.57
timing repair buffer: 49 / 400 / 45.7
multi-input combinational: 50 / 418 / 47.7
kinds of logic (layout without fill, tap and decap cells):
| family | Yosys count | after routing | share of synthesized area [%] |
|---|---|---|---|
| AND-OR/OR-AND | 4 | 4 | 7.29 |
| AND/OR/NAND/NOR | 16 | 16 | 23.2 |
| buffers and inverters | 0 | 49 | 0 |
| XOR/XNOR | 30 | 30 | 69.5 |
placed cells by master, fill, tap and decap left out, types with 2 or more instances in the layout:
master and n:
xor2_1 21, clkbuf_2 13, nand3_1 7, clkdlybuf4s15_1 6
nor4_1 4, xor2_2 3, nor4_2 2, dlymetal6s2s_1 6
nand2_1 2, buf_2 2, buf_4 14, clkdlybuf4s50_1 5
xnor2_1 6
per-stage QoR:
step | power, mW | setup TNS [ns] | std cells | utilization (%)
final | 0.156 | 0 | 145 | 25.6
after global routing | 0.169 | -0.00747 | 145 | 25.6
after CTS | 0.156 | 0 | 145 | 25.8
after detailed placement | 0.167 | -0.700 | 145 | 26.2
after global placement | 0.165 | -0.686 | 145 | 26.2
after floorplan | 0.0489 | 0 | 50 | -
worst paths after layout:
path	to	slack, ns	start
worst min-delay path	stall	1.38	if_id_opcode[3]
worst max-delay path	stall	0.08	mem_wb_write_reg[2]
per-layer routing:
layer	vias to the layer above	global-route usage (%)	share of wire, %
li1	272	-	-
met1	212	6.26	42
met2	16	8.99	51
met3	0	1.25	6.8
met4	0	0	0
met5	-	0	0
worst max-delay path: stages:
cell,delay [ns]
dlygate4sd2_1,0.26
xor2_1,0.17
nor4_1,0.28
nand3_1,0.11
nand3_1,0.08
a31o_2,0.14
buf_2,0.09
repair_timing:
item / CTS / global route
setup endpoints to repair: 1 / 1
pin swaps: 17 / 20
resized: 44 / 46
power groups by stage:
stage                 Clock (mW)  Sequential [mW]  Combinational [mW]
final                          0                0               0.156
after global routing           0                0               0.169
after CTS                      0                0               0.156
Power figures rest on the tool's default switching activity, not on a simulated workload.
