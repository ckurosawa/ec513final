`/design/flow/design.v`:
```
module ALU #(parameter DATA_WIDTH = 32)(
        ALU_Control, 
        operand_A, operand_B, 
        ALU_result, zero, branch
); 
input [5:0] ALU_Control; 
input [DATA_WIDTH-1:0]  operand_A ;
input [DATA_WIDTH-1:0]  operand_B ;
output zero, branch; 
output [DATA_WIDTH-1:0] ALU_result;
assign zero   = (ALU_result==0); 
assign branch = ((ALU_Control[4:3] == 2'b10) & (ALU_result == 1'b1))? 1: 0;  
wire [4:0] shamt = operand_B [4:0];      
assign ALU_result   = 
            (ALU_Control == 6'b000_000)? operand_A + operand_B:                 
            (ALU_Control == 6'b001_000)? operand_A - operand_B:                 
            (ALU_Control == 6'b000_100)? operand_A ^ operand_B:                 
            (ALU_Control == 6'b000_110)? operand_A | operand_B:                 
            (ALU_Control == 6'b000_111)? operand_A & operand_B:                 
            (ALU_Control == 6'b000_010)? operand_A < operand_B:                 
            (ALU_Control == 6'b000_011)? operand_A < operand_B:                 
            (ALU_Control == 6'b000_001)? operand_A << shamt:                    
            (ALU_Control == 6'b000_101)? operand_A >> shamt:                    
            (ALU_Control == 6'b001_101)? operand_A >> shamt:                    
            (ALU_Control == 6'b011_111)? operand_A:                              
            (ALU_Control == 6'b010_000)? (operand_A == operand_B):               
            (ALU_Control == 6'b010_001)? (operand_A != operand_B):               
            (ALU_Control == 6'b010_100)? (operand_A < operand_B):                
            (ALU_Control == 6'b010_101)? (operand_A >= operand_B):               
            (ALU_Control == 6'b010_110)? (operand_A < operand_B):                
            (ALU_Control == 6'b010_111)? (operand_A >= operand_B): 0;            
endmodule
```
`/design/flow/run.sh`:
```
#!/bin/bash
# OpenROAD 26Q1-2900-gdf79404cd8, Yosys 0.63+post, stock flow scripts
make -C /OpenROAD-flow-scripts/flow DESIGN_CONFIG=/design/flow/config.mk WORK_HOME=/design/flow/orfs finish
```
`/design/flow/config.mk`:
```
export PLATFORM = sky130hd
export DESIGN_NAME = ALU
export DESIGN_NICKNAME = ALU
export VERILOG_FILES = /design/flow/design.v
export SDC_FILE = /design/flow/constraint.sdc
export NUM_CORES = 4
export LEC_CHECK = 1
export CORE_UTILIZATION = 30
```
`/design/flow/constraint.sdc`:
```
current_design ALU

set clk_period 11.1
set clk_io_pct 0.2

create_clock -name clk0 -period $clk_period

set non_clock_inputs [all_inputs -no_clocks]
set_input_delay [expr $clk_period * $clk_io_pct] -clock clk0 $non_clock_inputs
set_output_delay [expr $clk_period * $clk_io_pct] -clock clk0 [all_outputs]
```
==> results_slide.txt <==
Physical Implementation Snapshot

Status
  • Status: finished clean

Global route
  • Initial antenna violation count: 1
  • Tot GR Track Use: 33.30%
  • GRT overflow: 0
  • First-pass GRT wire length: 81,780 um
  • Vias in the first global route: 11,923
  • Largest net degree at the start of global routing: 76

Die
  • Chip footprint: 33,820 um^2
  • # rows: 66
  • Die Span Y: 183.9 um
  • Core Region: 32,540 um^2
  • Initial Utilization: 30.51%
  • IO Pins: 104
  • Die width: 183.9 um

Synthesis
  • Seq share, synth: 0%
  • Yosys synthesis chip area: 9927 um^2
  • Cells after Synth: 1,473
  • Syn_area_per_cell: 6.739 um^2
  • Synthesized cell area: 9927 um^2
  • YS warnings: 0
  • Number of library cell types mapped by synthesis: 88
  • Ys cells: 1,473

Placement
  • GP Congestion: 1.013
  • Detail Placement HPWL: 43,990 um
  • Placed Area: 11,410 um^2
  • Port Buffers: 104

Detailed routing
  • DR pass1 iterations: 5
  • Wire per inst: 28.49 um
  • Vias per cell: 6.462
  • Vias: 12,627
  • Post-route DRC: 0
  • Drt total wl: 55,670 um
  • Antenna Nets Post-Route: 0
  • Initial DRC Count: 1,420
  • Diode count: 0

Layout
  • Register area: 0 um^2
  • Sequential cells: 0
  • Synth-to-Final Area Change: 14.90%
  • Layout cells sized above 1: 9.854%
  • Logic area: 9034 um^2
  • Layout fillers: 3,609
  • Finished Cell Area: 11,410 um^2
  • Clock buffer count: 0

Final timing
  • Fin crit share: 89.54%
  • Max Slew Vio Count: 0
  • Setup violators final: 0
  • Slew HR: 32.36%
  • Worst slew pin tran: 0.9890 ns
  • Hold slack final: 5.607 ns
  • Final hold vios: 0
  • RSZ-0062 raised after global routing: false
  • Setup TNS: 0 ns
  • Max Clock Freq: 100.6 MHz
  • Final Critical Period: 9.939 ns

Power
  • Leak: 4.597 nW
  • Pint: 0.0001999 W
  • Comb power frac: 100.0%
  • Sequential share of power: 0%
  • VDD IR max: 0.00002177 V
  • Sw Share: 63.14%
  • Power per cell area: 47.54 nW/um^2
  • Psw: 0.0003424 W
  • Clock network power share: 0%

Critical path
  • Crit path max fanout: 26
  • Critical Path Slowest Stage Cell: or4_1
  • CP peak stage delay: 0.64 ns
  • CP Cell Sequence: clkdlybuf4s50_1 -> buf_4 -> inv_2 -> ha_1 -> o211a_1 -> o21ai_1 -> a21oi_1 -> mux2i_1 -> o211ai_1 -> or4_1 -> nor4_1 -> nand4b_1 -> nand4b_1 -> nor4b_1 -> and4_1 -> clkdlybuf4s50_1
  • Setup crit end kind: output port
  • Cell family with most CP delay: simple AND/OR/NAND/NOR gates
  • Crit path DRT: 8.88 ns
  • WS Path Type: input port to output port
  • Arrival @ worst endpoint: 7.72 ns
  • Startpoint types: input port
  • CP bufs+invs: 4

Job
  • OpenROAD warnings: 97
  • Max-capacitance violation count: 0

Clock tree
  • Hold Buf Count CTS: 0
  • Post-CTS sizing: 0
  • Post-CTS Repair Setup Buffers: 0

Hold path
  • Worst min path class: input port to output port
==> through the flow <==
step                      util (%)  setup WS, ns  power [W]  cells
after floorplan                  -         2.868  0.0003221   1473
after global placement       35.06         1.292  0.0005306   1954
after detailed placement     35.06         1.294  0.0005243   1954
after CTS                    35.06         1.287  0.0005272   1954
after global routing         35.06         1.107  0.0005773   1954
final                        35.06         1.161  0.0005422   1954
==> final timing paths <==
path,startpoint,to,slack [ns],depth (start not counted)
setup / recovery,operand_B[4],zero,1.16,16
hold / removal,ALU_Control[0],ALU_result[2],5.61,6
==> area by class of cell <==
| cell class | instances | share of cell area (%) |
|---|---|---|
| Tap cell | 442 | 4.849 |
| Inverter | 102 | 3.357 |
| Multi-Input combinational cell | 1252 | 79.20 |
| Timing Repair Buffer | 158 | 12.59 |
==> cell usage after synthesis, types with 31 or more instances <==
library cell,number,area share (%)
o21ai_0,74,3.7
mux4_2,31,7.0
a21oi_1,118,5.9
inv_1,95,3.6
nor2_1,136,5.1
nor3_1,33,1.7
ha_1,97,12
clkbuf_1,78,2.9
nand3_1,39,2.0
nand2_1,133,5.0
mux2i_1,51,5.1
==> metal layers <==
metal  vias to the layer above  wire length, um  track usage (%)
li1                       5662                -                -
met1                      6174            24900            49.10
met2                       696            23850            49.44
met3                        95             5046            6.018
met4                         0             1876            9.500
met5                         -                0                0
==> power groups by stage <==
| stage | Clock [W] | Sequential [W] | Combinational (W) |
|---|---|---|---|
| 4_1_cts | 0 | 0 | 0.000527 |
| 6_report | 0 | 0 | 0.000542 |
| 5_1_grt | 0 | 0 | 0.000577 |
==> placed cells by master, fill, tap and decap left out, types with 19 or more instances in the layout <==
cell type,instances
nor2_1,136
nand2_1,133
a21oi_1,118
clkdlybuf4s50_1,99
ha_1,97
inv_1,95
o21ai_0,74
buf_4,54
mux2i_1,51
nand3_1,39
mux4_2,31
nor3_1,31
a211oi_1,30
o22ai_1,30
o211ai_1,28
nand2b_1,26
mux2_2,25
a31oi_1,25
a22oi_1,20
nor4_1,19
==> cells by family (layout without fill, tap and decap cells) <==
logic type | count (synthesis) | count (layout) | share of synthesized area [%]
simple gates | 499 | 499 | 24.62
xor+xnor | 14 | 14 | 1.235
buf+inv | 221 | 260 | 9.100
mux | 120 | 120 | 16.66
compound gates | 520 | 520 | 35.76
fa+ha+maj | 99 | 99 | 12.63
No activity file was given, so power comes from the tool's default toggle rates.
